[/design/flow/design.v]
`timescale 1ns/1ps
module freqcalc (
    input aclk,
    input rstn,
    input [7:0] data_in,
    output reg freq_en,
    output reg [31:0] freq
);
reg data_in_r0;
reg data_in_r1;
reg [31:0] count1;
reg [31:0] count2;        
always @(posedge aclk or negedge rstn) begin
    if (~rstn) begin
        data_in_r0 <= 'd0;
        data_in_r1 <= 'd0;     
    end
    else begin
        if(data_in >= 8'b1000_0000)begin
            data_in_r0 <= 1'b1;
            data_in_r1 <= data_in_r0;
        end
        else begin
            data_in_r0 <= 1'b0;
            data_in_r1 <= data_in_r0;
        end
    end
end
always @(posedge aclk or negedge rstn) begin
    if (~rstn) begin
        count1 <= 'd0;
    end
    else begin
        if(count1 == 50_000_000 - 1)
            count1 <= 'd0;
        else
            count1 <= count1 + 1'b1;
    end
end
always @(posedge aclk or negedge rstn) begin
    if(~rstn)begin
        count2 <= 'd0;
        freq_en <= 1'b1;
        freq <= 'd0;
    end
    else begin
        if((data_in_r0 == 1'b1) && (data_in_r1 == 1'b0))
            count2 <= count2 + 1'b1;
        else begin 
            if(count1 == 50_000_000 - 1)begin
                freq <= count2;
                freq_en <= 1'b1;
                count2 <= 'd0;
            end
            else begin
                count2 <= count2;
                freq_en <= 1'b1;
            end
        end  
    end
end
endmodule  
[/design/flow/config.mk]
export PLATFORM = sky130hd
export DESIGN_NAME = freqcalc
export DESIGN_NICKNAME = freqcalc
export VERILOG_FILES = /design/flow/design.v
export SDC_FILE = /design/flow/constraint.sdc
export NUM_CORES = 4
export LEC_CHECK = 1
export CORE_UTILIZATION = 30
[/design/flow/constraint.sdc]
current_design freqcalc

set clk_period 4.7
set clk_io_pct 0.2

create_clock -name clk0 -period $clk_period [get_ports {aclk}]

set non_clock_inputs [all_inputs -no_clocks]
set_input_delay [expr $clk_period * $clk_io_pct] -clock clk0 $non_clock_inputs
set_output_delay [expr $clk_period * $clk_io_pct] -clock clk0 [all_outputs]
[/design/flow/run.sh]
#!/bin/bash
# OpenROAD 26Q1-2900-gdf79404cd8, Yosys 0.63+post, stock flow scripts
make -C /OpenROAD-flow-scripts/flow DESIGN_CONFIG=/design/flow/config.mk WORK_HOME=/design/flow/orfs finish
==> results.yml <==
# yosys + openroad results
synthesis:
  synthDistinctLibCells: 43
  yosys_most_used_dff: "dfrtp_1"
  top_cells_by_count: "nand2_1 (125), dfrtp_1 (98), nand3_1 (39)"
  top_area_cell: "dfrtp_1"
  ys_async_sr_fraction_pct: 100.0
  ys_area_mm2: 0.004516
  area_leaders: "dfrtp_1 (54%), nand2_1 (10%), nand3_1 (4.3%)"
  ys_cells: 484
  syn_area_per_cell_um2: 9.330
  synth-edff-count: 0
  postSynthSeqShare_pct: 54.31
  most_common_cell: "nand2_1"
  synth_top_area_share_pct: 54.31
  yosysWarnings: 1
  syn_area_mm2: 0.004516
  synth_flops: 98
  synthCells: 484
global_route:
  grt_max_degree: 53
  grtUsageMet2_pct: 19.73
  met3_usage_pct: 2.102
  overflow: 0
  track_usage_pct: 12.73
  antenna_found_initial: 0
  gr-max-usage-layer: "met2"
  use_met1_pct: 19.48
  grt_pass1_vias: 3354
  grt_pass1_wl_mm: 16.33
setup_path:
  path_max_fanout: 7
  cpMaxStageDelayCell: "nor3_1"
  required_ps: 4930
  path_class: "register to register"
  crit_arrival_ps: 2810
  start_kind: "register"
  max_stage_delay_ps: 680
  endpoint_kind: "register"
  cp_cell_sequence: "ha_1 -> nand4_1 -> or3_1 -> nor3_1 -> buf_4 -> mux2i_1 -> a21o_1"
clock_network:
  cts_buffer_depth: 2
  cts_buffers: 9
  htreeDepth: 3
  cts_resized: 0
  clock_latency_ps: 340
  clkSlewWorstSetupHoldPaths_ps: 70
  cts-root-buf: "clkbuf_16"
  postCtsHoldBufs: 0
  postCtsSetupRepairBufs: 0
  clkSinkCount: 98
  cts_tree: "done"
finish:
  regArea_mm2: 0.002452
  logic_area_mm2: 0.001928
  drive_gt1_share_pct: 5.010
  area_growth_pct: 17.07
  fillerInstances: 1364
timing:
  setup_viol: 0
  period_needed_ps: 2579
  maxSlewHeadroom_pct: 49.19
  rsz0062_at_grt: "no"
  fin_setup_tns_ps: 0
  fin_skew_ps: 4.547
  fmax_mhz: 387.7
  slew_viol_final: 0
  max_slew.worst_pin.slew_ps: 756.3
  timing.final.hold_violations: 0
  period_used_pct: 54.88
placement:
  hpwl_mm: 6.176
  gp_congestion: 0.8581
  port_buffers: 34
routing:
  drt_wl_total_mm: 8.964
  num_antenna_cells: 0
  vias: 3416
  final_antenna_net_count: 0
  via_per_inst: 4.859
  firstDrtPassIters: 4
  drcViolationCount: 0
  drt-initial-drc-count: 286
  wl_per_cell_um: 12.75
pwr:
  leakage_nw: 2.332
  finalPower_mw: 1.624
  irDropWorstVdd_mv: 0.1483
  power.density_mw_per_mm2: 307.2
floorplanning:
  die_h_um: 124.7
  ios: 43
  die_w_um: 124.7
  core-area_mm2: 0.01459
  die_area_mm2: 0.01555
  fp-utilization_pct: 30.95
  num_rows: 44
outcome:
  outcome: "completed"
run:
  warnings: 32
  cap_violations: 0
hold_path:
  worstHoldPathType: "register to register"
-- metal layers --
metal | wire length [um] | up-vias
met1 | 4460 | 1613
met4 | 155 | 0
met5 | 0 | -
li1 | - | 1742
met2 | 4075 | 50
met3 | 273 | 11
-- power breakdown --
part | internal, mW | switching [mW] | total, mW
Sequential | 0.861 | 0.0264 | 0.887
Combinational | 0.0169 | 0.0310 | 0.0479
Clock | 0.375 | 0.314 | 0.689
Total | 1.25 | 0.371 | 1.62
-- per-stage QoR --
stage          cell area, um^2  worst slack, ps  hold slack [ps]  std cells  util, %
2_1_floorplan             4516             2757            367.7        484        -
3_3_place_gp              5005             2148            389.2        687    34.31
3_5_place_dp              5005             2051            390.2        687    34.31
4_1_cts                   5286             2091            406.5        703    36.24
5_1_grt                   5286             1906            421.6        703    36.24
6_report                  5286             2121            404.7        703    36.24
-- placed cells by master, fill, tap and decap left out, drive strengths merged, types with 2 or more instances in the layout --
| cell | count |
|---|---|
| nor4 | 10 |
| ha | 2 |
| or3 | 4 |
| nand2b | 4 |
| nor2 | 33 |
| clkinvlp | 4 |
| mux2i | 3 |
| clkbuf | 11 |
| clkdlybuf4s50 | 33 |
| and3 | 9 |
| buf | 5 |
| nor3 | 9 |
| xnor2 | 14 |
| a31o | 2 |
| inv | 8 |
| a31oi | 5 |
| a211o | 2 |
| o211ai | 5 |
| and2 | 5 |
| nand2 | 125 |
| nand4 | 21 |
| o21ai | 33 |
| and4 | 6 |
| dfrtp | 98 |
| o2bb2ai | 3 |
| a21oi | 2 |
| nand3 | 40 |
| xor2 | 12 |
-- state kept, by name (all words and copies together) (netlist names) --
name        flops
count2         32
count1         32
data_in_r1      1
freq           32
data_in_r0      1
-- final cells by class --
| class | instances | area share (%) |
|---|---|---|
| sequential | 98 | 46.39 |
| multi-input combinational | 360 | 36.47 |
| timing repair buffer | 38 | 6.959 |
| clock buffer | 11 | 4.592 |
| tap | 184 | 4.355 |
| clock inverter | 5 | 0.7337 |
| inverter | 7 | 0.4970 |
-- critical path: cells and delay by family (launching register included) --
family                   cells  cell delay (ps)
AND/OR/NAND/NOR              3             1260
adder cells (fa/ha/maj)      1              260
buffers and inverters        1              280
flip-flops                   1              390
multiplexers                 1               80
AND-OR/OR-AND                1              190
-- worst paths after layout --
check,from,cells after the start,to,slack (ps)
worst max-delay path,count1[0],7,count2[2],2120
worst min-delay path,data_in_r0,0,data_in_r1,400
worst max register to register,count1[0],7,count2[2],2120
worst min register to register,data_in_r0,0,data_in_r1,400
max in group asynchronous,rstn,2,count1[24],3040
min in group asynchronous,rstn,1,freq[10],600
-- cell families after synthesis --
kind of cell | Yosys count | share of synthesized area [%]
multiplexers | 4 | 0.9144
XOR/XNOR | 26 | 5.043
buffers and inverters | 26 | 2.993
other | 1 | 0.08305
flip-flops | 98 | 54.31
AND/OR/NAND/NOR | 270 | 28.46
adder cells (fa/ha/maj) | 2 | 0.5541
AND-OR/OR-AND | 57 | 7.648
Power and IR drop assume default switching activity.
